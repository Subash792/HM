## ./config.mk

```make
export PLATFORM = sky130hd
export DESIGN_NAME = barrel_shifter_32b
export DESIGN_NICKNAME = barrel_shifter_32b
export VERILOG_FILES = /design/flow/design.v
export SDC_FILE = /design/flow/constraint.sdc
export NUM_CORES = 4
export LEC_CHECK = 1
export CORE_UTILIZATION = 40
```

## ./constraint.sdc

```tcl
current_design barrel_shifter_32b

set clk_period 4.0
set clk_io_pct 0.2

create_clock -name clk0 -period $clk_period

set non_clock_inputs [all_inputs -no_clocks]
set_input_delay [expr $clk_period * $clk_io_pct] -clock clk0 $non_clock_inputs
set_output_delay [expr $clk_period * $clk_io_pct] -clock clk0 [all_outputs]
```

## ./design.v

```verilog
module bit_reversal_generate #(
    parameter N = 32   
)(
    input  wire [N-1:0] in_data,
    output wire [N-1:0] out_data
);
    genvar i;
    generate
        for (i = 0; i < N; i = i + 1) begin : bit_reversal
            assign out_data[i] = in_data[N-1-i];
        end
    endgenerate
endmodule
module barrel_shifter_32b(
    input [31:0] in,
    input [4:0] shift_amt,
    input lr,
    output [31:0] out
);
wire [31:0] in_rev, s1, s2, s3, s4, s5, s6, s6_inv;
bit_reversal_generate g0(in,in_rev);
assign s1 = (lr)?(in_rev):(in);    
assign s2 = (shift_amt[0])?({s1[30:0],1'b0}):s1;
assign s3 = (shift_amt[1])?({s2[29:0],2'b00}):s2;
assign s4 = (shift_amt[2])?({s3[27:0],{4{1'b0}}}):s3;
assign s5 = (shift_amt[3])?({s4[23:0],{8{1'b0}}}):s4;
assign s6 = (shift_amt[4])?({s5[15:0],{16{1'b0}}}):s5;
bit_reversal_generate g1(s6,s6_inv);
assign out = (lr)?s6_inv:s6;
endmodule
```

## ./run.sh

```bash
#!/bin/bash
# OpenROAD 26Q1-2900-gdf79404cd8, Yosys 0.63+post, stock flow scripts
make -C /OpenROAD-flow-scripts/flow DESIGN_CONFIG=/design/flow/config.mk WORK_HOME=/design/flow/orfs finish
```

==> git commit body <==
Record implementation results from latest flow run

* Result of the run: completed
- Launching element type of the critical path: input pin
- Chip footprint: 8930 um^2
* Areal power density over the cells: 145 nW/um^2
- Arithmetic-cell share of the synthesized area counting full adders, half adders and majority gates: 0%
* Synthesized area: 3420 um^2
* Arrival @ worst endpoint: 3.13 ns
* Width of the chip: 94.5 um
- Final hold violation count: 0
- Cells in synth_stat.txt: 407
- P_leak: 0.00234 uW
* Pre-Repair DR Iteration Count: 5
- Critical path destination: out[12]
* First-pass GRT wire length: 24100 um
- Recorded from the global router log, the overflow total was 0.
- Main area contributors after synthesis: sky130_fd_sc_hd__mux4_2, sky130_fd_sc_hd__mux2i_1, sky130_fd_sc_hd__a22oi_1, sky130_fd_sc_hd__mux2_2, sky130_fd_sc_hd__nand2_1
- Yosys synthesis chip area: 3420 um^2
- Entering global routing, the biggest net connects 29 pins.
* Fraction of the core area occupied by cells at floorplan: 41.5%
- Compound-cell area share of the yosys netlist: 25.0%
- The analysis reports a worst IR drop on VDD of 0.0759 mV.
* Synth cell count leaders: sky130_fd_sc_hd__mux2i_1, sky130_fd_sc_hd__mux4_2, sky130_fd_sc_hd__nand2_1
* Setup TNS: 0 ns
- Pin placement for this block handled 70 I/O pins.
* Share of synthesized area spent on multiplexers: 51.1%
- Final worst-path setup slack: 0.0721 ns
- Routed wirelength normalized by instance count: 22.4 um
- Critical path launch point: in[18]
- Looking at the setup timing report, the critical path kind is input pin to output pin.
* Library cell with the highest instance count after synthesis: sky130_fd_sc_hd__mux2i_1
- The floorplan has 33 rows.
- The run reported a max-capacitance violation count of 0.
* DP HPWL: 12600 um
- Looking at area per cell type in the netlist, the leader is sky130_fd_sc_hd__mux4_2.
* Top-area cell type share of the netlist area: 25.0%
- In this run, the synthesized area fraction spent on xor and xnor cells is recorded as 0.256%.
- The gate-level netlist out of Yosys references 51 unique cell types.
- Logged for this run, the post-placement worst setup slack is -0.334 ns.
- Area share of and/or/nand/nor cells after synthesis: 15.5%
* Maximum clock frequency: 0.255 GHz
- ANT cells: 0
* Core Area: 8260 um^2
- Footprint of the flip-flops and latches: 0 um^2
- The final layout contains a sequential cell count of 0.
- Compared with the post-synthesis result, the final layout area differs by 59.0%.
- Summed over all layers, the routed wires come to 15400 um.
* Count of tool warnings: 33
- Routability cong.: 1.02
- The layout summary lists the proportion of cells stronger than drive strength 1 as 45.5%.
* Post-DR vias/cell: 6.32
* Post-route fraction of the period consumed by the critical path: 98.2%
- Number of buffers added to fix hold violations after cts: 0
- Buffers placed on the I/O ports in this run total 70.
* Via count of the first global-routing pass: 4296
- DRC violations left: 0
- Power consumption: 788 uW
* Worst Hold Path Cells: 5
- Placement-stage cell area: 5140 um^2
- The average instance in the mapped netlist occupies 8.41 um^2.
- # clk buffers: 0
- The worst path needs 3.93 ns of the cycle, external delays included.
- The worst setup path is captured at an output pin.
* Post-DRT Antenna Nets: 0
- Number of warnings printed during yosys synthesis: 0
- Y dimension of the die: 94.5 um
- Per the log, the first TritonRoute iteration ended with a DRC count of 231.
- In the final report, the number of endpoints failing setup comes to 0.
- Final cell area excluding filler cells: 5450 um^2
- Setup repair after global routing could not meet its margin everywhere.
- Yosys shows that the main logic family after synthesis is multiplexers.
- Slew at the pin closest to its max-slew limit: 0.476 ns
- WHS: 2.43 ns
* Final count of pins violating max slew: 0
- In the global route stage, overall resource usage came out at 37.3%.
- Relative max-transition margin: 67.9%
* Antenna violations before repair: 0
* WP data required: 3.20 ns
- Largest fanout on the critical path: 4
* Synth Seq Share: 0%
- Worst hold path class: input pin to output pin
- Mapped Cells: 407
- Via total after detailed routing: 4354
[cell families (layout without fill, tap and decap cells)]
| logic type | Yosys count | count (layout) |
|---|---|---|
| multiplexers | 125 | 125 |
| AND-OR/OR-AND | 120 | 120 |
| AND/OR/NAND/NOR | 112 | 112 |
| buffers and inverters | 49 | 226 |
| XOR/XNOR | 1 | 1 |
[cell type report]
type	instances	area [um^2]
Fill cell	711	2810
Inverter	4	15.0
Tap cell	105	131
Multi-Input combinational cell	358	3370
Timing Repair Buffer	222	1930
[layer usage]
| metal | GRT usage, % | wire, um | vias to the layer above |
|---|---|---|---|
| met5 | 0 | 0 | - |
| met4 | 7.70 | 295 | 0 |
| met3 | 10.5 | 1350 | 22 |
| met2 | 56.1 | 7030 | 199 |
| met1 | 54.7 | 6770 | 2118 |
| li1 | - | - | 2015 |
[what timing repair did]
action	4_1_cts	5_1_grt
pin swaps	7	9
resized	60	67
setup endpoints to repair	32	29
buffers inserted	4	9
gates cloned	0	1
[how the worst min path moves through the flow]
stage | from | end | slack [ns]
CTS | lr | out[1] | 2.65
finish | lr | out[10] | 2.43
global route | lr | out[10] | 2.48
[critical path, stage by stage]
cell,delay [ns]
sky130_fd_sc_hd__dlygate4sd2_1,0.32
sky130_fd_sc_hd__buf_4,0.18
sky130_fd_sc_hd__mux4_2,0.46
sky130_fd_sc_hd__mux4_2,0.51
sky130_fd_sc_hd__nor2_1,0.11
sky130_fd_sc_hd__a211oi_1,0.06
sky130_fd_sc_hd__a21oi_1,0.19
sky130_fd_sc_hd__mux2i_1,0.10
sky130_fd_sc_hd__clkdlybuf4s50_1,0.40
[placed cells by master (no fill, tap or decap), types with 3 or more instances in the layout]
cell type	Yosys	final
sky130_fd_sc_hd__buf_4	9	137
sky130_fd_sc_hd__mux2i_1	69	62
sky130_fd_sc_hd__mux4_2	38	38
sky130_fd_sc_hd__nand2_1	34	33
sky130_fd_sc_hd__clkdlybuf4s50_1	0	32
sky130_fd_sc_hd__nor2_1	26	24
sky130_fd_sc_hd__a22oi_1	29	24
sky130_fd_sc_hd__a21oi_1	23	22
sky130_fd_sc_hd__clkbuf_2	0	14
sky130_fd_sc_hd__mux2_2	17	13
sky130_fd_sc_hd__dlygate4sd2_1	0	11
sky130_fd_sc_hd__buf_12	0	11
sky130_fd_sc_hd__nor2b_1	9	9
sky130_fd_sc_hd__o21ai_0	11	9
sky130_fd_sc_hd__nand3_1	9	9
sky130_fd_sc_hd__and2_1	8	7
sky130_fd_sc_hd__nor3_1	8	7
sky130_fd_sc_hd__clkdlybuf4s15_1	0	7
sky130_fd_sc_hd__o22ai_1	7	6
sky130_fd_sc_hd__mux2i_2	0	6
sky130_fd_sc_hd__buf_6	6	6
sky130_fd_sc_hd__a22oi_2	0	5
sky130_fd_sc_hd__mux2_4	0	5
sky130_fd_sc_hd__or2_2	5	5
sky130_fd_sc_hd__a31oi_1	5	5
sky130_fd_sc_hd__nand2b_1	4	4
sky130_fd_sc_hd__a22o_1	4	4
sky130_fd_sc_hd__a221oi_1	6	4
sky130_fd_sc_hd__o211ai_1	3	3
sky130_fd_sc_hd__o21ai_1	1	3
sky130_fd_sc_hd__o221ai_1	5	3
sky130_fd_sc_hd__a211oi_1	4	3
[report_power, final]
group | internal (uW) | switching, uW | total [uW]
Clock | 0 | 0 | 0
Combinational | 426 | 362 | 788
Sequential | 0 | 0 | 0
Total | 426 | 362 | 788
[per-stage QoR]
| stage | utilization, % | cells |
|---|---|---|
| final | 66.0 | 689 |
| after global routing | 66.0 | 689 |
| after CTS | 63.7 | 679 |
| after detailed placement | 62.2 | 675 |
| after global placement | 62.2 | 675 |
| after floorplan | - | 407 |
No activity file was given, so power comes from the tool's default toggle rates.
