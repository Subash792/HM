--- flow/constraint.sdc ---
current_design gcd

set clk_period 3.9
set clk_io_pct 0.2

create_clock -name clk0 -period $clk_period [get_ports {clk}]

set non_clock_inputs [all_inputs -no_clocks]
set_input_delay [expr $clk_period * $clk_io_pct] -clock clk0 $non_clock_inputs
set_output_delay [expr $clk_period * $clk_io_pct] -clock clk0 [all_outputs]
--- flow/config.mk ---
export PLATFORM = sky130hd
export DESIGN_NAME = gcd
export DESIGN_NICKNAME = gcd
export VERILOG_FILES = /design/flow/design.v
export SDC_FILE = /design/flow/constraint.sdc
export NUM_CORES = 4
export LEC_CHECK = 1
export CORE_UTILIZATION = 30
--- flow/design.v ---
module PIPO #(
    parameter size = 8)
 (
    output reg [size-1:0] data_out,
    input [size-1:0] data_in,
    input ld,
    input clk
);
always@(posedge clk)
    begin
        if(ld) data_out<=data_in;
    end
endmodule
module mux #(
    parameter size = 8
) ( output [size-1:0] out,
    input [size-1:0] A,
    input [size-1:0] B,
    input sel    
);
assign out = (sel)?B:A;    
endmodule
module comp(a,b,lt,gt,eq);
    parameter size =8;
    input [size-1:0] a;
    input [size-1:0] b;
    output lt;
    output gt;
    output eq;
    assign lt = a<b;
    assign gt = a>b;
    assign eq = a == b;
endmodule
module sub (x,y,out);
    parameter size = 8;
    input [size-1:0] x;
    input [size-1:0] y;
    output [size-1:0] out;
    assign out = x - y;
endmodule
module datapath(data_in, clk, lda, ldb, sel1, sel2, sel_in, lt, gt, eq, data_out);
    parameter size = 8;
    input [size-1:0] data_in;
    input lda,ldb,clk,sel1,sel2,sel_in;
    output lt, gt, eq;
    output [size-1:0] data_out;
    wire [size-1:0] bus,A,B,sub_out,X,Y;
    PIPO A_reg(A,bus,lda,clk);
    PIPO B_reg(B,bus,ldb,clk);
    mux  m1(X,A,B,sel1);
    mux m2(Y,A,B,sel2);
    sub s0(X,Y,sub_out);
    mux m3(bus, sub_out, data_in, sel_in);
    comp c0(A,B,lt,gt,eq);
    assign data_out = A;
endmodule
module controller(start,reset,clk,lt,eq,gt,lda,ldb,sel1,sel2,sel_in,done);
    input start,reset,clk,lt,gt,eq;
    output reg lda,ldb,sel1,sel2,sel_in,done;
    reg [3:0] state,next_state;
    parameter s0 = 3'b000, s1 = 3'b001, s2 = 3'b010, s3 = 3'b011, s4 = 3'b100;
    always@(posedge clk)
        begin
            state<=next_state;
        end
    always@(state,eq,reset)
        begin
            case (state)
                s0: if(start) next_state = s1; else next_state = s0;
                s1: if(reset) next_state = s0; else next_state = s2;
                s2: if(reset) next_state = s0; else next_state = s3;
                s3: if(reset) next_state = s0; else begin if(eq) next_state = s4; else next_state = s3; end
                s4: if(reset) next_state = s0; else next_state = s4;
                default: next_state = s0;
            endcase
        end
    always@(state,lt,gt,eq)
        begin
            case (state)
                s0:  begin  lda = 0; ldb = 0; sel1=0; sel2=0; sel_in=0; done = 0;end
                s1:  begin  lda = 1; ldb = 0; sel_in = 1;end
                s2:  begin  lda = 0; ldb = 1; sel_in = 1;end
                s3:
                begin
                    if(lt) begin sel1 = 1; sel2 = 0; sel_in = 0; lda = 0; ldb = 1; end
                    else if(gt) begin sel1 = 0; sel2 = 1; sel_in = 0; lda = 1; ldb = 0; end
                    else begin lda = 0; ldb = 0; end    
                end
                s4: begin done = 1; lda = 0; ldb = 0; end
            endcase
        end
endmodule
module gcd(start, reset, clk, data_in, data_out, done);
    parameter size = 8;
    input start, reset, clk;
    input [size-1:0] data_in;
    output [size-1:0] data_out;
    output done;
    wire lda, ldb, sel1,sel2,sel_in,lt,gt,eq;
    datapath #(.size(size)) d0 (data_in, clk, lda, ldb, sel1, sel2, sel_in, lt, gt, eq, data_out); 
    controller c0 (start, reset, clk, lt, eq, gt, lda, ldb, sel1,sel2, sel_in, done);
endmodule
--- flow/run.sh ---
#!/bin/bash
# OpenROAD 26Q1-2900-gdf79404cd8, Yosys 0.63+post, stock flow scripts
make -C /OpenROAD-flow-scripts/flow DESIGN_CONFIG=/design/flow/config.mk WORK_HOME=/design/flow/orfs finish
==> run summary <==
Observations from the implementation run.

Run status:
- The flow ran to the end, and the final reports show no timing, DRC or antenna violations.

Synth:
- The mapped netlist covers 1530 sq um.
- After synthesis, the cell types taking the most area are sky130_fd_sc_hd__edfxtp_1 31%, sky130_fd_sc_hd__ha_1 12%, sky130_fd_sc_hd__dlxtn_1 5.9%, sky130_fd_sc_hd__mux2_2 5.1%, sky130_fd_sc_hd__mux2i_1 4.6%.
- The run puts the post-synth tally of flip-flops with integrated enable at 16.
- Of the total synthesized cell area, the portion taken by full adders, half adders and majority gates is 0.135.
- The run gives the post-synthesis async set-or-reset flop share as 0.
- Grouping non-sequential cells by family puts the most area in AND-OR/OR-AND gates.
- The run gives the average cell area after synthesis as 10.2 sq um.
- The run puts the number of cells produced by synthesis at 151.
- The run puts the distinct cell type count after synthesis at around 42.
- Among all cell types in the netlist, the one instantiated most often is sky130_fd_sc_hd__edfxtp_1.
- Yosys reports that the most numerous cell types are 16 x sky130_fd_sc_hd__edfxtp_1, 15 x sky130_fd_sc_hd__ha_1, 13 x sky130_fd_sc_hd__inv_1.
- The run gives the share of synthesized cell area in and, or, nand and nor gates as 0.126.
- The run gives the cell count listed in synth_stat.txt as around 150.
- The share of synthesized area in the top cell type comes to 0.313.
- The run gives the area fraction in xor and xnor cells as 0.0343.
- The run puts the multiplexer share of the synthesized area at 0.0971.
- The cell-mix breakdown from Yosys lists the compound-gate area share as 0.147.
- For this run, the leading register cell type out of synthesis is sky130_fd_sc_hd__edfxtp_1.
- The run puts the post-synthesis sequential element count at 25.
- The run puts the area of the synthesized netlist per yosys stat at approximately 1500 sq um.
- The run puts the number of warning messages in the yosys log at 2.
- The largest total area in the synthesized netlist belongs to sky130_fd_sc_hd__edfxtp_1.

Worst setup path:
- The run gives the start-to-end type of the worst setup path as flop to flop.
- The run puts the count of buffering cells on the critical path with inverters included at 2.
- The run puts the data arrival time of the critical path at ~2.3 ns.
- For reference, the critical path cell chain is inv_1 -> o21ai_0 -> ha_1 -> inv_1 -> fa_1 -> a21oi_1 -> o21ai_0 -> a21oi_1 -> xor2_1 -> o21ai_0.
- The run gives the most used cell along the critical path as sky130_fd_sc_hd__o21ai_0.
- For this design, the slowest cell found on the critical path is sky130_fd_sc_hd__fa_1.
- STA classifies the critical path endpoint as a flop.
- The run gives the category of the worst setup path launch point as a flop.
- Setup slack on the worst reg-to-reg path comes out at around 1.6 ns.
- The run gives the family with the most delay on the worst path as AND-OR/OR-AND gates.
- The run gives the delay of the slowest cell on the worst path as 0.40 ns.
- The run gives the peak fanout along the critical path as 3.
- The run gives the required arrival time at the worst endpoint as between 3 and 4 ns.

Global routing:
- The run puts the via count of the first global-routing pass at around 1100.
- The run puts the largest net degree at the start of global routing at 18.
- The run puts the wire length of the first global-routing pass at 4900 um.
- The run gives the number of antenna violations at the first check in global routing as 0.
- In the global route stage, overall resource usage came out at 0.123.
- For this run the aggregate overflow at the end of global routing stands at 0.

Clock network:
- TritonCTS built the clock tree.
- The run gives the number of buffers created by CTS as 3.
- Post-CTS repair ended up resizing 0 cells.
- Buffers inserted to repair hold after CTS numbered 0.
- The run puts the clock latency reported for the late side of the worst-skew pair at about 0.25 ns.
- Per the repair_timing log after CTS, setup buffers inserted total 0.
- The run gives the clock transition at the register clock pins on the worst setup and hold paths after CTS as ~0.07 ns.
- The run puts the count of H-tree levels built during CTS at 1.
- The tree is rooted in a sky130_fd_sc_hd__clkbuf_8.
- The run gives the maximum clock path buffer count as 2.

Die:
- The run gives the floorplan die area as 5400 sq um.
- The run puts the total number of placement rows at 25.
- The run puts the number of top-level pins at 20.
- The run gives the effective utilization at floorplan as 0.318.
- From bottom edge to top edge, the die measures 73.5 um.
- The run puts the standard cell core area at ~4800 sq um.
- In this run the horizontal extent of the chip is 73.5 um.

Placement:
- The run puts the number of buffer cells added on primary ports at 19.
- Per the detailed placement report, the placed cell area equals approximately 1800 sq um.
- The run puts the routability congestion estimate from global placement at 0.832.
- The run puts the detailed placer's ending HPWL at around 2200 um.

Timing:
- The run puts the number of pins with negative max-slew slack in the final report at 0.
- The run gives the maximum clock frequency as 429 MHz.
- The run puts the count of endpoints without a timing constraint at 23.
- The run puts the count of unclocked register or latch pins at 6.
- The run puts the number of setup violations in the final report at 0.
- The run puts the worst slew margin relative to its limit at 0.615.
- Across the routed clock network, the largest skew measured is between 0.001 and 0.0015 ns.
- The pin closest to its max-slew limit shows a slew of roughly 0.58 ns.
- The run puts the total negative slack for setup checks at 0 ns.
- Setup repair after global routing left no endpoint under its margin.
- The final timing summary puts the cycle share of the worst path at 0.598.
- The run puts the minimum clock period after layout at around 2.3 ns.
- The run gives the final-report hold violation count as 0.

Route:
- In the routed netlist, the antenna diode instances number 0.
- The run gives the post-route DRC violation count as 0.
- The run puts the final wirelength at 2870 um.
- Per the detail_route report, the via count comes to 1106.
- TritonRoute output was used to compute an average wire per cell of 12.2 um.
- The violation tally recorded at the end of detailed-routing iteration 0 is between 40 and 50.
- In the routed layout, each cell is associated on average with a via count of 4.69.
- The run puts the number of iterations in the first detailed-routing pass at 4.
- Nets still carrying antenna violations after routing amount to 0.

Cells and area:
- The run gives the share of the core filled with cells in the final layout as 0.379.
- After routing the design area is approximately 1800 sq um.
- The run gives the relative area change from synthesis to final layout as 19.1%.
- The run gives the share of final-layout standard cells stronger than drive strength 1 as 0.0947.
- The layout has around 510 filler cells.

Power and ir drop:
- The power report attributes to the combinational group a share of 0.337.
- The worst-case IR drop observed on VDD is 0.219 mV.
- The share of total power dissipated in sequential elements is 0.446.
- The run gives the power per standard cell area as around 340 nW/um^2.
- The run puts the share of total power consumed by net switching at 0.299.
- The power report puts the net switching power at roughly 0.00019 W.
- The run puts the cell-internal power at 0.000434 W.
- The power report attributes to the clock group a share of 0.218.
- The run gives the leakage power of the design as about 0.7 nW.

Job:
- In this run the tools logged warnings totalling 25.
- The run puts the max-cap check violation count at 0.

Hold path:
- According to the hold report, the worst path is of the flop to flop type.
-- per-layer routing --
layer | global-route usage | up-vias | part of all wire
li1 | - | 585 | -
met1 | 0.193 | 494 | 0.50
met2 | 0.193 | 25 | 0.44
met3 | 0.0236 | 2 | 0.050
met4 | 0.00427 | 0 | 0.0031
met5 | 0 | - | 0
-- final timing paths --
check	start	to	depth (start not counted)
setup reg to reg	d0.A_reg.data_out[0]	d0.B_reg.data_out[6]	10
hold / removal	c0.state[2]	c0.state[0]	1
setup / recovery	d0.A_reg.data_out[0]	d0.B_reg.data_out[6]	10
hold reg to reg	c0.state[2]	c0.state[0]	1
-- registers in the layout, summed over array words and instances (netlist names) --
| name | cells |
|---|---|
| c0.ldb | 1 |
| d0.A_reg.data_out | 8 |
| c0.sel2 | 1 |
| c0.sel1 | 1 |
| c0.done | 1 |
| c0.sel_in | 1 |
| c0.state | 3 |
| c0.lda | 1 |
| d0.B_reg.data_out | 8 |
-- per-stage QoR --
stage	instances	setup WS, ns	power (W)	hold WS, ns
after floorplan	151	1.84	0.000435	0.568
after global placement	232	1.54	0.000492	0.548
after detailed placement	232	1.55	0.000491	0.547
after CTS	236	1.53	0.000629	0.563
after global routing	236	1.26	0.000673	0.626
final	236	1.57	0.000620	0.560
-- cell families (layout without fill, tap and decap cells) --
logic type                 after synthesis  after routing
buffers and inverters                   18             36
xor gates and xnor gates                 6              6
adders and majority gates               16             16
and+or+nand+nor                         39             39
DFF                                     19             19
muxes                                   14             14
latches                                  6              6
AOI/OAI and AO/OA                       33             33
-- cells in the final DEF, fill, tap and decap left out, types with 2 or more instances in the layout --
| cell type | netlist | layout |
|---|---|---|
| sky130_fd_sc_hd__inv_1 | 13 | 13 |
| sky130_fd_sc_hd__and2_1 | 4 | 4 |
| sky130_fd_sc_hd__nand2_1 | 12 | 12 |
| sky130_fd_sc_hd__xnor2_1 | 2 | 2 |
| sky130_fd_sc_hd__nand4_1 | 2 | 2 |
| sky130_fd_sc_hd__edfxtp_1 | 16 | 16 |
| sky130_fd_sc_hd__mux2i_1 | 7 | 7 |
| sky130_fd_sc_hd__o21ai_0 | 8 | 8 |
| sky130_fd_sc_hd__xor2_1 | 4 | 4 |
| sky130_fd_sc_hd__ha_1 | 15 | 15 |
| sky130_fd_sc_hd__dlxtn_1 | 6 | 6 |
| sky130_fd_sc_hd__a211oi_1 | 2 | 2 |
| sky130_fd_sc_hd__nor2b_1 | 4 | 4 |
| sky130_fd_sc_hd__a21oi_1 | 9 | 9 |
| sky130_fd_sc_hd__nor2_1 | 9 | 9 |
| sky130_fd_sc_hd__mux2_2 | 7 | 7 |
| sky130_fd_sc_hd__nor3_1 | 2 | 2 |
| sky130_fd_sc_hd__clkdlybuf4s50_1 | 0 | 19 |
| sky130_fd_sc_hd__clkbuf_8 | 0 | 3 |
| sky130_fd_sc_hd__dfxtp_1 | 3 | 3 |
-- power by group through the flow --
stage                 Clock, W  Sequential, W  Combinational [W]
after CTS             0.000141       0.000277           0.000211
after global routing  0.000153       0.000280           0.000240
final                 0.000135       0.000276           0.000209
-- area by class of cell --
| cell class | instances | area [sq um] | share of cell area |
|---|---|---|---|
| multi-input cells | 108 | 827 | 0.453 |
| inverters | 13 | 48.8 | 0.0267 |
| clock buffers | 3 | 41.3 | 0.0226 |
| well taps | 67 | 83.8 | 0.0459 |
| repair buffers | 19 | 190 | 0.104 |
| clock inverters | 1 | 5.00 | 0.00274 |
| flip-flops and latches | 25 | 631 | 0.345 |
No activity file was given, so power comes from the tool's default toggle rates.
