**flow/constraint.sdc**
```tcl
current_design synRAM

set clk_period 28.7
set clk_io_pct 0.2

create_clock -name clk0 -period $clk_period [get_ports {clk}]

set non_clock_inputs [all_inputs -no_clocks]
set_input_delay [expr $clk_period * $clk_io_pct] -clock clk0 $non_clock_inputs
set_output_delay [expr $clk_period * $clk_io_pct] -clock clk0 [all_outputs]
```
**flow/config.mk**
```make
export PLATFORM = sky130hd
export DESIGN_NAME = synRAM
export DESIGN_NICKNAME = synRAM
export VERILOG_FILES = /design/flow/design.v
export SDC_FILE = /design/flow/constraint.sdc
export NUM_CORES = 4
export LEC_CHECK = 1
export CORE_UTILIZATION = 40
export SYNTH_MEMORY_MAX_BITS = 65536
```
**flow/run.sh**
```bash
#!/bin/bash
# OpenROAD 26Q1-2900-gdf79404cd8, Yosys 0.63+post, stock flow scripts
make -C /OpenROAD-flow-scripts/flow DESIGN_CONFIG=/design/flow/config.mk WORK_HOME=/design/flow/orfs finish
```
**flow/design.v**
```verilog
module synRAM(data,addr,r,w,cs,clk);
    parameter ADDR_SIZE = 10;
    parameter WORD_SIZE = 8;
    inout [WORD_SIZE-1:0] data;
    input [ADDR_SIZE-1:0] addr;
    input r,w,cs,clk;
    reg [WORD_SIZE-1:0]d_out;
    reg [WORD_SIZE-1:0] mem [(2**ADDR_SIZE)-1:0];
    assign data = (cs && r)? d_out:8'bz;
    always @(posedge clk) begin
        if(cs && r && !w) d_out <= mem[addr];
    end
    always @(posedge clk) begin
        if(cs && w && !r) mem[addr] <= data;
    end   
endmodule
```
==> Changelog: implementation <==
### Changed

* Flops out of synthesis at 8200
* Clk sinks at between 8k and 9k
* Fail Step: 4_1_cts
* EDFF count, synth at approximately 8k
* Hold Buf Count CTS at 0
* HPWL after DPL at 550 mm
* Cell count after synthesis at approximately 16k
* CTS Root Cell: clkbuf_16
* Post-Syn Area at roughly 320000 µm²
* Status: did not finish
* Port Buffer Count at 13
* Gates resized, CTS repair at 0
* AND/OR/NAND/NOR Cells, Area Fraction at ~2.8%
* Number of library cell types mapped by synthesis at approximately 49
* Top-count cell post-synth: edfxtp_1
* Placed cells at between 20k and 30k
* Avg Inst Size Synth at 19.3 µm²
* Synth mux share at between 10% and 20%
* Clock Path Buffers at 4
* Ys Warns at 2
* Adder share at 0%
* Area fraction in compound gates at approximately 3.7%
* Boundary Pins at 22
* Die height at a little under 900 µm
* Initial core utilization at between 40% and 50%
* Setup Fix Bufs, Post-CTS at 0
* H-tree depth at 6
* Top-area cell share at between 70% and 80%
* Error msg: [error] [KeplerFormal.cpp:679] Workflow failed: Iso has multiple drivers: .data3, place1496.X0
* Synth Seq Share at around four fifths
* Synth area leader: edfxtp_1
* Top cells by count, synth: 8200 x edfxtp_1, 2521 x mux2i_1, 1334 x nor2_1, 1050 x o22ai_1, 819 x mux4_2
* Yosys stat cell total at around 16k
* Xor+xnor area frac at 0%
* Commonest flop: edfxtp_1
* YS chip area at between 300000 and 400000 µm²
* Top comb family, area: multiplexers
* Total CTS buffers at just under 800
* Die width at between 800 and 900 µm
* Num rows at between 300 and 400
* FFs w/ async S/R, synth at 0%
* Top cells by area: edfxtp_1 78%, mux2i_1 8.0%, mux4_2 5.8%
* Gp weighted congestion at approximately 0.91
-- per-stage QoR --
step | setup slack, ps | area, µm² | hold WS (ps)
2_1_floorplan | 10940 | 316000 | 731
3_3_place_gp | 14970 | 330000 | 895
3_5_place_dp | 14840 | 330000 | 890
-- cells by family after synthesis --
logic type      after synthesis
mux                        3347
buf+inv                    1067
compound gates             1760
flops                      8200
simple gates               2015
